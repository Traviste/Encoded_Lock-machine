<file path="flow/config.mk">
export PLATFORM = sky130hd
export DESIGN_NAME = Lock_Counter
export DESIGN_NICKNAME = Lock_Counter
export VERILOG_FILES = /design/flow/design.v
export SDC_FILE = /design/flow/constraint.sdc
export NUM_CORES = 4
export LEC_CHECK = 1
export CORE_AREA = 10 10 74 74
export DIE_AREA = 0 0 84 84
</file>
<file path="flow/constraint.sdc">
current_design Lock_Counter

set clk_period 2.1
set clk_io_pct 0.2

create_clock -name clk0 -period $clk_period [get_ports {CLK}]

set non_clock_inputs [all_inputs -no_clocks]
set_input_delay [expr $clk_period * $clk_io_pct] -clock clk0 $non_clock_inputs
set_output_delay [expr $clk_period * $clk_io_pct] -clock clk0 [all_outputs]
</file>
<file path="flow/design.v">
`timescale 1ns / 1ps
module Lock_Counter(
input CLK, RST, EN,
input[1:0] sel,
input [4:0]prevState,
output [4:0] numCounter
    );
reg[5:0] state;   
assign numCounter = state;   
integer check = 30;  
integer dCheck = 0;
always@(posedge CLK)begin
if(RST)begin     
    state <= 1'b0;
    end
else if(EN)begin
    state <= prevState;
    end
else if(sel == 2'b00) begin  
    if(state == dCheck) begin  
        state <= 5'b11110;
        end
    else begin
        state <= state - 1'b1;
        end
end
else if(sel == 2'b01) begin   
    if(state == check)begin   
        state <= 1'b0;
        end
    else begin
        state <= state +1'b1;
        end
    end
else if(sel == 2'b11) begin
    end
end
endmodule
</file>
<file path="flow/run.sh">
#!/bin/bash
# OpenROAD 26Q1-2900-gdf79404cd8, Yosys 0.63+post, stock flow scripts
make -C /OpenROAD-flow-scripts/flow DESIGN_CONFIG=/design/flow/config.mk WORK_HOME=/design/flow/orfs finish
</file>
==> results.tsv <==
metric	value	unit
clock_path_buffers	2	
clock_latency	0.22	ns
io-pin-count	15	
tritoncts	built	
cts_setup_buffers	0	
shortest_period_the_worst_path_allows	1.81	ns
final_max_slew_viol_count	0	
ys_seq_share	20.2	%
dpl.cell_count	138	
utilization	20.4	%
maximum_number_of_pins_on_one_net_before_global_route_repair	14	
clock.fmax	553	MHz
synth_warn	1	
worst-path-max-fanout	5	
cp.required	2.22	ns
number_of_rows_in_the_core_area	23	
antenna_found_initial	0	
drc	0	
clock_skew	0.00476	ns
min_path_cells	2	
synth-seq-cells	6	
cp.arrival	1.93	ns
registers.top_by_ff_count	state	
dieHeight	84	µm
synth_cells	80	
number_of_cells_on_the_worst_reg_to_reg_path	6	
via_per_inst	4.30	
worst_setup_end_kind	flop	
max_cap_violations	0	
post_synth_area_hogs	sky130_fd_sc_hd__dfxtp_1, sky130_fd_sc_hd__buf_4, sky130_fd_sc_hd__ha_1	
cellLeakagePower	0.284	nW
ant_nets	0	
globalRoute.totalOverflow	0	
core-area	3970	µm²
synth.cell_area	594	µm²
clock_tree.htree_level_count	1	
globalRouteTotalUtil	4.68	%
gp_congestion	0.856	
flop_cell	sky130_fd_sc_hd__dfxtp_1	
largest_register_ffs	6	
setup_viol	0	
fin_tns_setup	0	ns
grt_first_pass_wirelength	2880	µm
synthArstFlopShare	0	%
unique_masters_post_synth	35	
num-fill-cells	445	
routed-via-count	607	
layoutNonFillerInstCount	141	
worst_hold_path_type	reg2reg	
cts_buffers	3	
rsz0062_at_grt	false	
dr.pass1.iters	4	
clk_transition_reported_paths	0.04	ns
warning_count	27	
synth_area_per_cell	7.43	µm²
clock-sinks	6	
detail_route.wl_per_cell	11.8	µm
dpl.hpwl	1310	µm
biggestRegsByFlops	state (6)	
area.growth.synth_to_final	36.4	%
timing_worst_slew_pin_value	0.440	ns
io_buffer_count	14	
criticalPathCategory	reg2reg	
synthMostInstantiatedCell	sky130_fd_sc_hd__nor2_1	
ys_area	594	µm²
powerDensity	536	nW/µm²
die_width	84	µm
number_of_flops_mapped_to_enable_cells_by_yosys	0	
run_status	complete, no violations	
cts.repair.resized	0	
antennaDiodeCount	0	
vdd_ir_drop_max	0.195	mV
yosysCellCount	80	
share_of_the_clock_period_used_by_the_worst_path_after_layout	86.1	%
drt_first_iter_violations	27	
postCtsHoldBufs	0	
fp-utilization	15.0	%
top_area_cell	sky130_fd_sc_hd__dfxtp_1	
ctsRootBufferMaster	sky130_fd_sc_hd__clkbuf_8	
synth.top_cells.by_count	sky130_fd_sc_hd__nor2_1, sky130_fd_sc_hd__dfxtp_1, sky130_fd_sc_hd__inv_1, sky130_fd_sc_hd__nand2_1, sky130_fd_sc_hd__buf_4	
number_of_global_route_vias_before_repair	581	
final_layout_size_suffix_gt1_share	13.2	%
timing.critical_path.from_type	flop	
timing_hold_violations_final	0	
area_leader_share	20.2	%
floorplan.die_area	7060	µm²
wl	1670	µm
worst_slew_margin_rel	70.6	%
==> per-layer routing <==
metal / wire length (µm) / vias up / track usage [%]
met3: 97 / 2 / 1.18
met1: 876 / 259 / 6.99
met4: 21 / 0 / 1.37
li1: - / 320 / -
met5: 0 / - / 0
met2: 675 / 26 / 6.27
==> cells in the final DEF, fill, tap and decap left out, drive strengths merged, types with 3 or more instances in the layout <==
cell type / instances
buf: 5
ha: 3
nand2: 6
inv: 6
o21ai: 4
clkdlybuf4s50: 14
nand3: 4
clkbuf: 3
dfxtp: 6
nor2: 8
a21oi: 5
==> stage by stage <==
step                      setup slack (ns)  total power, mW  area [µm²]  hold slack, ns
after floorplan                      0.397            0.215         594           0.489
after global placement               0.152            0.264         769           0.612
after detailed placement             0.127            0.263         769           0.602
after CTS                            0.303            0.441         811           0.612
after global routing                 0.145            0.462         811           0.647
final                                0.292            0.435         811           0.615
==> path summary, 6_finish.rpt <==
check | to | slack (ns) | start
setup / recovery | state[4]$_SDFFE_PP0P_ | 0.29 | state[0]$_SDFFE_PP0P_
hold reg to reg | state[5]$_SDFFE_PP0P_ | 0.62 | state[5]$_SDFFE_PP0P_
setup reg to reg | state[4]$_SDFFE_PP0P_ | 0.29 | state[0]$_SDFFE_PP0P_
hold / removal | state[5]$_SDFFE_PP0P_ | 0.62 | state[5]$_SDFFE_PP0P_
==> report_power, final <==
part / switching, mW / total [mW] / internal, mW
logic: 0.0549 / 0.122 / 0.0670
clock network: 0.0502 / 0.173 / 0.123
registers: 0.0162 / 0.139 / 0.123
==> logic make-up after synthesis <==
family,after synthesis,synth area share [%]
AND-OR/OR-AND,23,28.8
XOR/XNOR,1,1.47
adder cells (fa/ha/maj),3,6.32
buffers and inverters,17,14.7
flip-flops,6,20.2
multiplexers,1,1.68
AND/OR/NAND/NOR,29,26.7
==> worst max-delay path, stage by stage (launching register included) <==
cell	delay (ns)
sky130_fd_sc_hd__dfxtp_1	0.30
sky130_fd_sc_hd__inv_1	0.12
sky130_fd_sc_hd__ha_1	0.27
sky130_fd_sc_hd__or4b_4	0.51
sky130_fd_sc_hd__a21oi_2	0.14
sky130_fd_sc_hd__nor3_1	0.06
sky130_fd_sc_hd__a2111oi_2	0.32
==> layout make-up <==
class                           count  area [µm²]  share of cell area [%]
Tap cell                           50        62.6                    7.72
Inverter                            6        22.5                    2.78
Sequential cell                     6         120                    14.8
Clock buffer                        3        41.3                    5.09
Timing Repair Buffer               19         178                    21.9
Multi-Input combinational cell     57         387                    47.7
Power and IR drop assume default switching activity.
