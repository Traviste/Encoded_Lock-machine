--- ./run.sh ---
#!/bin/bash
# OpenROAD 26Q1-2900-gdf79404cd8, Yosys 0.63+post, stock flow scripts
make -C /OpenROAD-flow-scripts/flow DESIGN_CONFIG=/design/flow/config.mk WORK_HOME=/design/flow/orfs finish
--- ./config.mk ---
export PLATFORM = sky130hd
export DESIGN_NAME = Quadrature_Encoder
export DESIGN_NICKNAME = Quadrature_Encoder
export VERILOG_FILES = /design/flow/design.v
export SDC_FILE = /design/flow/constraint.sdc
export NUM_CORES = 4
export LEC_CHECK = 1
export CORE_AREA = 10 10 70 70
export DIE_AREA = 0 0 80 80
--- ./constraint.sdc ---
current_design Quadrature_Encoder

set clk_period 1.9
set clk_io_pct 0.2

create_clock -name clk0 -period $clk_period [get_ports {CLK}]

set non_clock_inputs [all_inputs -no_clocks]
set_input_delay [expr $clk_period * $clk_io_pct] -clock clk0 $non_clock_inputs
set_output_delay [expr $clk_period * $clk_io_pct] -clock clk0 [all_outputs]
--- ./design.v ---
`timescale 1ns / 1ps
module Quadrature_Encoder(
input CLK, RST, LOAD, right, left, 
output [1:0] direction
    );   
    parameter S00 = 2'b11;   
    parameter S01 = 2'b01;   
    parameter S10 = 2'b10;   
    reg [1:0] outVal, state, AB;
    integer count = 2;
    integer sample = 0;
    assign direction = outVal;  
    always @(posedge CLK)begin
        if(RST)begin
            state <= S00;
            outVal <= 2'b11;  
            end
         else if(LOAD  )begin
            AB <= {left, right};
         end
         else begin  
            case (state)
                S00: if( AB == 2'b01) begin
                        state <= S01;
                        outVal <= 2'b01;     
                        end
                    else if(AB == 2'b10) begin
                        state <= S10;
                        outVal <= 2'b00;     
                        end
                    else if(AB == 2'b11) begin
                        state <= S00;
                        outVal <= AB;    
                        end
                S01: if(AB == 2'b01)begin
                        state <= S10;
                        outVal <= 2'b01;     
                        end 
                      else if(AB == 2'b10) begin
                        state <= S00;
                        outVal <= 2'b00;     
                        end
                      else if(AB == 2'b11) begin
                        state <= S01;
                        outVal <= AB;    
                        end
                 S10: if(AB == 2'b01)begin
                        state <= S00;
                        outVal <= 2'b01;     
                        end
                      else if(AB == 2'b10) begin
                        state <= S01;
                        outVal <= 2'b00;     
                        end
                      else if(AB == 2'b11) begin
                        state <= S10;
                        outVal <= 2'b11;     
                        end
            endcase
         end
   end
endmodule
==> results.txt <==
Results of the implementation run.

As reported, the later end of the worst-skew pair has a clock insertion delay of roughly 250 ps. The final setup skew is 3.82 ps. The gate count of the mapped netlist came out at 36. The average wire per cell in the routed design is between 7 and 8 µm. The number of fill cells came out at a little under 400. The via density per instance is between 3 and 4. The data required time of the critical path came out at between 1500 and 2000 ps. Setup repair after global routing left no endpoint under its margin. In the setup report, the worst path falls into the class reg2out.

The post-route core utilization came out at between 10% and 20%. The number of hold buffers added after CTS came out at 0. The count of antenna diodes in the layout is 0. The clock passes through at most 2 buffers.

Post-CTS timing repair inserted 0 buffers for setup. The pin slew with the least headroom to its limit came out at ~290 ps. The cell class contributing the biggest share of worst-path delay is buffers and inverters.

The area share of the leading cell type in the synthesized netlist is 27.2%. Counting both buffers and inverters, the worst setup path holds a total of 1. The overall fraction of global-route tracks in use came out at 2.16%. The routability-driven placement congestion ratio came out at 0.713. In this run, post-CTS repair resized a total of 0 instances. The chip area estimate from yosys synthesis is between 300 and 400 µm². The detailed placer's ending HPWL is about 550 µm. The post-synthesis average cell area came out at roughly 10 µm². The via count of the first global-routing pass is 275. The minimum clock period after layout is about 1500 ps. The effective utilization at floorplan came out at a little over a tenth.

Max-cap violations in this run came to 0. The count of standard-cell rows came out at 21. The total count of hold-check failures in the final report is 0. Ranked by total cell area, the synthesized netlist is headed by sky130_fd_sc_hd__dfxtp_1, sky130_fd_sc_hd__edfxtp_1, sky130_fd_sc_hd__ha_1.

Per the final report, max-transition violations number 0. The number of remaining DRC errors came out at 0. The cell accounting for the most synthesized area is sky130_fd_sc_hd__dfxtp_1. The height of the chip came out at 80 µm.

The number of warnings reported in the stage logs is 27. The detail route stage leaves a number of antenna-violating nets equal to 0. The overall die area is between 6000 and 7000 µm². The cell total in the yosys stat output is 36. The starting DRC count in detailed routing is 5.

The path class of the tightest hold or removal check is reg2reg. The final-report setup violation count is 0. The fraction of the yosys area taken by sequential cells came out at 43.5%.

The count of warnings emitted by yosys is 1. The total leakage power is ~0.18 nW. Among all stages on the critical path, the maximum delay recorded is 480 ps. The number of clock buffers inserted by TritonCTS came out at 3.

The run finished with clean final reports. The largest net degree at the start of global routing is 9. Across the whole layout, storage elements account for around 160 µm².

The peak fanout along the critical path is 2. The number of clock sinks came out at 7. The area added between synthesis and finish came out at 38.1%. The count of boundary I/O pins came out at 7. The relative max-transition margin came out at around 80%. Summed over all failing endpoints, the final setup total negative slack is 0 ps. The wire length of the first global-routing pass is ~1100 µm. The proportion of layout cells with a drive suffix above 1 came out at about an eighth.

Across all layers, the routed design uses around 300 vias. The data arrival time at the worst-slack endpoint is 1070 ps. The initial antenna violation count was 0. The worst setup path is launched from a flop. The total length of routed wires is slightly above 700 µm. The maximum resistive drop on vdd came out at 408 µV. The cell with the biggest individual delay on the critical path is sky130_fd_sc_hd__clkdlybuf4s50_1.

The power density over the cells came out at slightly above 700 nW/µm². In this run the horizontal extent of the chip is about 80 µm. The total overflow reported by the global router is 0.

The iteration tally of the first detailed-router pass is 4. The core area came out at approximately 3400 µm². The clock-pin slew of the registers on the worst-case setup and hold paths is roughly 50 ps. The multi-input gate area in the final layout is just under 200 µm². The ratio of final minimum period to clock period is 76.3%. The number of port buffers came out at 6. The worst setup path is captured at an output pin. Per STA, the worst path is made up of clkdlybuf4s50_1. Clock tree synthesis selected as its root buffer the cell sky130_fd_sc_hd__clkbuf_4. Before any placement, the netlist area is recorded as ~370 µm². The total number of H-tree levels is 1. Static timing analysis puts the maximum clock frequency at between 0.6 and 0.7 GHz. Counting flops and latches in the post-synthesis netlist gives 7.

The number of distinct library cells after synthesis is 18. TritonCTS built the clock tree.
==> power by group <==
| group | total [W] | internal, W | switching (W) | leakage, nW |
|---|---|---|---|---|
| Sequential | 0.000176 | 0.000165 | 0.0000104 | 0.0599 |
| Clock | 0.000132 | 0.0000799 | 0.0000522 | 0.0150 |
| Combinational | 0.0000593 | 0.0000331 | 0.0000263 | 0.100 |
| Total | 0.000367 | 0.000278 | 0.0000889 | 0.175 |
==> metrics by stage <==
stage	setup slack, ps	instance area, µm²	std cells	power [W]	hold slack (ps)
6_report	450	508	91	0.000367	521
5_1_grt	404	508	91	0.000396	560
4_1_cts	429	508	91	0.000375	535
3_5_place_dp	281	482	87	0.000238	517
3_3_place_gp	313	482	87	0.000236	528
2_1_floorplan	600	368	36	0.000213	457
==> synth_stat cells <==
| library cell | count |
|---|---|
| sky130_fd_sc_hd__o41a_1 | 1 |
| sky130_fd_sc_hd__nor2_1 | 5 |
| sky130_fd_sc_hd__nor2b_1 | 2 |
| sky130_fd_sc_hd__or2_1 | 1 |
| sky130_fd_sc_hd__nor3_2 | 2 |
| sky130_fd_sc_hd__a211oi_1 | 1 |
| sky130_fd_sc_hd__dfxtp_1 | 5 |
| sky130_fd_sc_hd__a22oi_1 | 3 |
| sky130_fd_sc_hd__clkbuf_1 | 1 |
| sky130_fd_sc_hd__o21ai_0 | 2 |
| sky130_fd_sc_hd__edfxtp_1 | 2 |
| sky130_fd_sc_hd__mux2i_1 | 1 |
| sky130_fd_sc_hd__ha_1 | 3 |
| sky130_fd_sc_hd__a2bb2oi_1 | 2 |
| sky130_fd_sc_hd__o31ai_2 | 1 |
| sky130_fd_sc_hd__inv_1 | 2 |
| sky130_fd_sc_hd__a21oi_1 | 1 |
| sky130_fd_sc_hd__nor3_1 | 1 |
==> sequential cells by signal, summed over array words and instances, names as in the netlist <==
signal  count
state       3
outVal      2
AB          2
==> cell usage in the layout (no fill, tap or decap), drive strengths merged <==
master         synthesis  routed
a211oi                 1       1
a21oi                  1       1
a22oi                  3       3
a2bb2oi                2       2
clkbuf                 1       4
clkdlybuf4s50          0       6
dfxtp                  5       5
edfxtp                 2       2
ha                     3       3
inv                    2       2
mux2i                  1       1
nor2                   5       5
nor2b                  2       2
nor3                   3       3
o21ai                  2       2
o31ai                  1       1
o41a                   1       1
or2                    1       1
==> final cells by class <==
| cell class | count | share of cell area [%] |
|---|---|---|
| clock buffer | 4 | 5.17 |
| inverter | 2 | 1.48 |
| multi-input combinational | 26 | 38.7 |
| sequential | 7 | 31.5 |
| tap | 46 | 11.3 |
| timing repair buffer | 6 | 11.8 |
==> final timing paths <==
| check | start | endpoint | slack (ps) | cells after the start |
|---|---|---|---|---|
| min | outVal[1]$_SDFFE_PP1P_ | outVal[1]$_SDFFE_PP1P_ | 520 | 2 |
| max | outVal[0]$_SDFFE_PP1P_ | direction[0] | 450 | 1 |
| min reg2reg | outVal[1]$_SDFFE_PP1P_ | outVal[1]$_SDFFE_PP1P_ | 520 | 2 |
| max reg2reg | AB[0]$_DFFE_PN_ | outVal[0]$_SDFFE_PP1P_ | 500 | 4 |
==> cell families after synthesis <==
| group | count (synthesis) | share of synthesized area [%] |
|---|---|---|
| buffers and inverters | 3 | 3.06 |
| adders and majority gates | 3 | 10.2 |
| DFF | 7 | 43.5 |
| AOI/OAI and AO/OA | 11 | 23.5 |
| and+or+nand+nor | 11 | 17.0 |
| muxes | 1 | 2.72 |
==> per-layer routing <==
layer | vias to the layer above | global-route usage (%) | share of wire, %
met4 | 0 | 0.352 | 0.85
met5 | - | 0 | 0
met2 | 12 | 2.41 | 34
met1 | 133 | 3.16 | 56
li1 | 151 | - | -
met3 | 2 | 1.59 | 8.2
==> worst min-delay path, delay by kind of cell, from the launching register on <==
family           cells  cell delay [ps]
flip-flops           1              310
AND/OR/NAND/NOR      1              100
multiplexers         1               70
No activity file was given, so power comes from the tool's default toggle rates.
