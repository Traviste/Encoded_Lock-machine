==> ./design.v <==
`timescale 1ns / 1ps
module COMBO_ALU(
input CLK, RST, LOAD,
input [4:0] A, B, C,
output[4:0] out0, out1, out2
    );
  wire [4:0] toDivide, avgOut, refOut, diff0, diff1, diff2;
  adder inputs(.CLK(CLK), .RST(RST), .A(A), .B(B), .C(C), .sum(toDivide));	 
  divider avg(.CLK(CLK), .RST(RST), .A(toDivide), .divOut(avgOut));	 
  LFSR ref(.CLK(CLK), .RST(RST), .LOAD(LOAD), .INIT(avgOut), .q(refOut));	 
  subtractor check1(.CLK(CLK), .RST(RST), .A(refOut), .B(A),.diff(out0));
  subtractor check2(.CLK(CLK), .RST(RST), .A(refOut), .B(B),.diff(out1));
  subtractor check3(.CLK(CLK), .RST(RST), .A(refOut), .B(C),.diff(out2));
endmodule
module subtractor(
input CLK, RST,
input [4:0] A, B,
output [4:0] diff
);
reg [4:0] num;
assign diff = num;
    always @(posedge CLK)
        if(RST) begin
            num <= 1'b0;
        end
        else if(A < B)begin
            num <= 30 - (B- A);
        end
        else begin
            num <= (A -B);
        end
endmodule
module adder( 
input CLK, RST,
input [4:0] A, B, C,
output[4:0] sum
);
    reg [4:0] num;
    assign sum = num;
    always @(posedge CLK)begin
    if(RST) begin
        num <= 0;
        end
    else if( A + B + C > 30)begin     
        num <= (A + B + C) - 30;
        end
    else begin
        num <= A + B + C;
        end
    end
endmodule
module divider(
input CLK, RST,
input [4:0] A,
output[4:0] divOut);
reg [4:0] quote;
assign divOut = quote;
always @(posedge CLK) begin
    if(RST) begin
        quote <= 1'b0;
        end
    else begin
        quote <= A /3;
        end
    end
endmodule
==> ./run.sh <==
#!/bin/bash
# OpenROAD 26Q1-2900-gdf79404cd8, Yosys 0.63+post, stock flow scripts
make -C /OpenROAD-flow-scripts/flow DESIGN_CONFIG=/design/flow/config.mk WORK_HOME=/design/flow/orfs finish
==> ./config.mk <==
export PLATFORM = sky130hd
export DESIGN_NAME = adder
export DESIGN_NICKNAME = adder
export VERILOG_FILES = /design/flow/design.v
export SDC_FILE = /design/flow/constraint.sdc
export NUM_CORES = 4
export LEC_CHECK = 1
export CORE_AREA = 10 10 76 76
export DIE_AREA = 0 0 86 86
==> ./constraint.sdc <==
current_design adder

set clk_period 4.8
set clk_io_pct 0.2

create_clock -name clk0 -period $clk_period [get_ports {CLK}]

set non_clock_inputs [all_inputs -no_clocks]
set_input_delay [expr $clk_period * $clk_io_pct] -clock clk0 $non_clock_inputs
set_output_delay [expr $clk_period * $clk_io_pct] -clock clk0 [all_outputs]
==> insert_results.sql <==
-- implementation run metrics
INSERT INTO impl_metrics (metric_group, metric, value, unit) VALUES
('cts', 'post_cts_setup_buffer_count', '0', ''),
('power_and_ir_drop', 'power.share.clock', '26.0', '%'),
('cts', 'cts.hold.buffers_added', '0', ''),
('drt', 'antenna_violating_nets_remaining', '0', ''),
('power_and_ir_drop', 'part_of_the_power_in_registers', '19.9', '%'),
('synthesis', 'synth_area_per_cell', '9.861', 'sq um'),
('floorplan', 'die_w', '86', 'microns'),
('floorplan', 'coreArea', '4115', 'sq um'),
('cts', 'cts-htree-levels', '1', ''),
('drt', 'remaining_drc_errors', '0', ''),
('timing', 'fmaxAchievable', '260.5', 'MHz'),
('grt', 'grt-ovfl-total', '0', ''),
('grt', 'largest_net_degree_at_the_start_of_global_routing', '8', ''),
('synthesis', 'yosys.cell_types.count', '26', ''),
('status', 'result_of_the_run', 'complete, no violations', ''),
('timing', 'setup_violations', '0', ''),
('drt', 'antenna-diode-count', '0', ''),
('timing', 'fin_hold_ws', '1.373', 'ns'),
('floorplan', 'fp-row-count', '23', ''),
('cts', 'cts.repair.resized', '0', ''),
('cts', 'numClockSinks', '5', ''),
('hold_path', 'hold_path_startpoint', 'RST', ''),
('placement', 'detailed_place_hpwl', '1087', 'microns'),
('setup_path', 'worst_setup_path_start_kind', 'primary input', ''),
('synthesis', 'postSynthSeqShare', '17.20', '%'),
('timing', 'timing.final.crit_period', '3.839', 'ns'),
('power_and_ir_drop', 'p_per_area', '325.2', 'nW/um^2'),
('synthesis', 'syn_inst', '59', ''),
('placement', 'numPortBuffers', '21', ''),
('drt', 'via_per_inst', '3.677', ''),
('power_and_ir_drop', 'p_leak', '0.3711', 'nW'),
('cts', 'cts_max_path_buffers', '2', ''),
('synthesis', 'synth_warnings', '1', ''),
('timing', 'maxSlewHeadroom', '71.39', '%'),
('cells_and_area', 'fillCellCount', '445', ''),
('timing', 'setup_tns', '0', 'ns'),
('floorplan', 'io-pin-count', '22', ''),
('cts', 'cts_tree', 'built', ''),
('grt', 'globalRouteTotalUtil', '3.013', '%'),
('timing', 'worst_slew_pin_slew', '0.4284', 'ns'),
('flow_run', 'drv_cap', '0', ''),
('placement', 'place_congestion', '0.7671', ''),
('cells_and_area', 'final_util', '21.59', '%'),
('setup_path', 'timing_worst_setup_path_type', 'primary input to register', ''),
('cells_and_area', 'finish.cell_count_without_fillers', '133', ''),
('power_and_ir_drop', 'power_frac_comb', '54.1', '%'),
('power_and_ir_drop', 'max-vdd-ir-drop', '0.08990', 'mV'),
('flow_run', 'warning_count', '25', ''),
('synthesis', 'yosysCellCount', '59', ''),
('drt', 'vias', '489', ''),
('cells_and_area', 'regArea', '100.1', 'sq um'),
('power_and_ir_drop', 'intPower', '0.0001981', 'W'),
('cells_and_area', 'largest_reg_flops', '5', ''),
('setup_path', 'cp_slowest_cell', 'fa_1', ''),
('cells_and_area', 'drive_gt1_share', '9.639', '%'),
('cts', 'numCtsBuffers', '3', ''),
('grt', 'antenna_found_initial', '0', ''),
('floorplan', 'die_area', '7396', 'sq um'),
('synthesis', 'area_reported_by_yosys_stat', '581.8', 'sq um'),
('setup_path', 'cp_cell_sequence', 'clkdlybuf4s50_1 > inv_1 > fa_1 > inv_1 > ha_1 > fa_1 > ha_1 > a32oi_1 > a2111oi_4 > mux2i_1 > nor2_1', ''),
('synthesis', 'synthesis.area', '581.8', 'sq um'),
('timing', 'final_hold_viol_count', '0', ''),
('grt', 'wire_length_of_the_first_global_routing_pass', '1932', 'microns'),
('floorplan', 'die_height', '86', 'microns'),
('drt', 'detailedRoute.firstIterationViolations', '7', ''),
('setup_path', 'crit_start', 'A[1]', ''),
('placement', 'place.detailed.instances', '129', ''),
('cts', 'clk_transition_reported_paths', '0.03', 'ns'),
('drt', 'wl_per_cell', '9.038', 'microns'),
('timing', 'grt_setup_unrepaired', 'false', ''),
('setup_path', 'path_max_fanout', '4', '');
[layer usage]
metal	vias to the layer above	track usage (%)	part of all wire, %
li1	256	-	-
met1	218	3.968	47
met2	15	4.733	45
met3	0	1.049	8.2
met4	0	0.4491	0
met5	-	0	0
[cells in the mapped netlist (all sizes together)]
cell,instances,area share (%)
dfxtp,5,17
a2111oi,2,7.3
nand3,3,2.6
xnor2,3,4.5
a21o,3,4.1
o21ai,1,0.86
nand3b,3,3.9
nor2,5,3.7
or4,1,1.3
a21oi,3,2.6
ha,5,11
xor2,1,1.5
o2111a,1,1.9
and3,1,1.1
fa,6,21
a2111o,1,1.9
inv,9,5.8
mux2i,1,1.7
a32oi,1,1.5
nand2b,1,1.1
buf,1,1.9
nor3,1,0.86
or3,1,1.3
[layout by cell type, fill, tap and decap left out, types with 2 or more instances in the layout]
cell type	count
nand3_1	3
ha_1	5
nand3b_1	3
xnor2_1	3
clkbuf_8	3
clkdlybuf4s50_1	21
fa_1	6
inv_1	9
nor2_1	4
dfxtp_1	5
a21oi_1	3
a21o_1	2
[cells by family (layout without fill, tap and decap cells)]
logic type	Yosys count	in the layout	share of synthesized area [%]
AOI/OAI and AO/OA	12	12	20.21
xor gates and xnor gates	4	4	6.023
adders and majority gates	11	11	31.40
buffers and inverters	10	34	7.741
DFF	5	5	17.20
muxes	1	1	1.720
and+or+nand+nor	16	16	15.70
[through the flow]
step | setup WS [ns] | total power (W) | area (sq um)
after floorplan | 1.383 | 0.0001617 | 581.8
after global placement | 0.7633 | 0.0002140 | 843.3
after detailed placement | 0.7623 | 0.0002151 | 843.3
after CTS | 0.9691 | 0.0002938 | 888.4
after global routing | 0.8195 | 0.0003137 | 888.4
final | 0.9612 | 0.0002889 | 888.4
[path summary, 6_finish.rpt]
check,depth (start not counted),slack [ns],end
max,11,0.96,num[2]
min,2,1.37,num[0]
[power groups by stage]
stage     registers, W  clock network (W)  logic (W)
5_1_grt      0.0000587          0.0000802   0.000175
4_1_cts      0.0000576          0.0000778   0.000158
6_report     0.0000574          0.0000752   0.000156
[critical path: cells and delay by family]
family                   cells  cell delay (ns)
adder cells (fa/ha/maj)      4             1.55
AND-OR/OR-AND                2             0.62
buffers and inverters        3             0.54
multiplexers                 1             0.23
AND/OR/NAND/NOR              1             0.05
[cell type report]
type	instances	share of cell area [%]
sequential	5	11.27
tap	50	7.042
clock buffer	4	5.070
timing repair buffer	21	23.66
inverter	9	3.803
multi-input combinational	44	49.15
Power is estimated from default activity; no workload was simulated.
